==> design.v <==
`timescale 1ns / 1ps
module ALU(input[31:0]inp1,input[31:0]inp2,input[3:0]op,output reg[31:0]y,output reg zero);
always @(*)begin
    case(op)
        4'b0000:y=inp1 & inp2;  
        4'b0001:y=inp1 | inp2;  
        4'b0010:y=inp1 + inp2;  
        4'b0110:y=inp1 - inp2;  
        4'b0111:y=(inp1<inp2)?32'b1:32'b0;  
        4'b1100:y=~(inp1|inp2);  
        default : begin
        end
    endcase
    if(y==32'b0)begin
        zero=1;
    end else begin
        zero=0;
    end
end
endmodule
==> run.sh <==
#!/bin/bash
# OpenROAD 26Q1-2900-gdf79404cd8, Yosys 0.63+post, stock flow scripts
make -C /OpenROAD-flow-scripts/flow DESIGN_CONFIG=/design/flow/config.mk WORK_HOME=/design/flow/orfs finish
==> config.mk <==
export PLATFORM = sky130hd
export DESIGN_NAME = ALU
export DESIGN_NICKNAME = ALU
export VERILOG_FILES = /design/flow/design.v
export SDC_FILE = /design/flow/constraint.sdc
export NUM_CORES = 4
export LEC_CHECK = 1
export CORE_UTILIZATION = 30
==> constraint.sdc <==
current_design ALU

set clk_period 23.3
set clk_io_pct 0.2

create_clock -name clk0 -period $clk_period

set non_clock_inputs [all_inputs -no_clocks]
set_input_delay [expr $clk_period * $clk_io_pct] -clock clk0 $non_clock_inputs
set_output_delay [expr $clk_period * $clk_io_pct] -clock clk0 [all_outputs]
==> changes_impl.md <==
### Physical design

- Final Wtd Congestion: approximately 0.93
- Placed cells: approximately 1,200
- Peak supply drop: between 0.005 and 0.006 mV
- Static Leakage: 3.257 nW
- Synth warn: 1
- Final instance area: ~7300 sq um
- Area after DPL: roughly 7300 sq um
- Yosys Chip Area: between 6000 and 7000 sq um
- Top Ports: between 100 and 150
- DP HPWL: ~18,000 um
- First-pass GRT wire length: around 35,000 um
- Pre-antenna DRT Iters: 5
- CP Capture Point: zero
- Final worst slack: 8.850 ns
- Yosys top cell by area: ha_1
- Critical Path AT: 9.79 ns
- Synth Flop Type: dlxtn_1
- IO Port Bufs: roughly 100
- Number of fill cells: just over 2,000
- Share of layout cells above drive strength 1: 0.02884
- Avg Inst Size Synth: 6.681 sq um
- Setup crit end kind: output port
- Post-synth EDFFs: 0
- Yosys cell count: ~910
- Worst setup path startpoint: op[3]
- Max-slew headroom: 0.2747
- GRT overflow: 0
- Avg Vias per Cell: 5.646
- Met1 GRT Util: 0.3153
- Register pins left without a clock: 32
- Die X: 144.6 um
- Mapped Cells: between 900 and 1,000
- Log Warnings: 102
- Max Cap Viol: 0
- Power per Cell Area: roughly 24 nW/um^2
- Worst Path Max Fanout: 22
- Max frequency: a little under 0.07 GHz
- Top-area cell share: 0.2092
- Period utilization: 0.6202
- Die Area: between 20,000 and 25,000 sq um
- Post-synth top cells: 102 x ha_1, 102 x inv_1, 88 x a21oi_1, 79 x nor2_1, 68 x nand2_1
- Crit path DRT: about 19 ns
- Vias in the first global route: ~6,400
- Worst Tran Pin Value: ~1.1 ns
- Die height: approximately 140 um
- DR WL/cell: ~18 um
- Number of flip-flops in the largest register: 32
- Cts hold-fix bufs: 0
- Ranking of synthesized cells by area: ha_1 21%, dlxtn_1 7.9%, a21oi_1 7.2%
- Slew Viols, Final: 0
- Tot GR Track Use: 0.2179
- Fin crit period: ~14 ns
- Area delta synth->final: 20.06%
- Critical path class: in2out
- Pre-CTS setup slack: around 8.9 ns
- Post-route insts no fill: roughly 1,200
- Unrepaired setup endpoints after global routing: false
- # rows: approximately 51
- Largest net degree at the start of global routing: between 40 and 50
- Final Hold Vio Count: 0
- Endpoints left unconstrained: about 64
- Setup_tns: 0 ns
- CTS resizes: 0
- Layer carrying the most global-route usage: met2
- Setup Fix Bufs, Post-CTS: 0
- Total wire length: between 20,000 and 25,000 um
- Async SR Flop Fraction: 0
- Final setup vio count: 0
- Pre-Place Util: 0.3093
- Residual DRC: 0
- Mapped cell area: 6100 sq um
- Antenna viol nets, final: 0
- Synth Register Bits: 32
- DR vias: approximately 7,000
- Antenna violations before repair: 0
- Ant. Diodes: 0
- Status: completed
- Met2 Usage GRT: 0.3429
- Initial drt markers: 586
- Core area: between 15,000 and 20,000 sq um
- Startpoint class of the critical path: input port
- Met3 Use GR: 0.02225
- Distinct lib cells: ~74
- Worst min path class: in2out
-- stage by stage --
step / hold WS, ns / total power [mW] / util
after floorplan: 9.727 / 0.1104 / -
after global placement: 10.72 / 0.1718 / 0.3714
after detailed placement: 10.70 / 0.1705 / 0.3714
after CTS: 10.72 / 0.1717 / 0.3714
after global routing: 10.81 / 0.1893 / 0.3714
final: 10.73 / 0.1739 / 0.3714
-- layer usage --
metal | vias up | wire [um]
met5 | - | 0
li1 | 3409 | -
met1 | 3202 | 10230
met3 | 46 | 1723
met2 | 321 | 9991
met4 | 0 | 605
-- layout make-up --
cell class                      count  area [sq um]  area share
Timing Repair Buffer              110          1079      0.1473
Tap cell                          265         331.6     0.04528
Inverter                          102         382.9     0.05228
Multi-Input combinational cell    727          5050      0.6896
Sequential cell                    32         480.5     0.06561
-- critical path, cell delays in order --
cell	delay (ns)
clkdlybuf4s50_1	0.91
or3b_1	0.67
nand2_2	0.09
nor2_2	0.85
nand2_1	0.17
a211oi_1	0.23
or3b_1	0.40
or4_1	0.40
nor4_1	0.24
and4bb_1	0.24
nand4_1	0.15
nor4b_2	0.28
clkdlybuf4s50_1	0.49
-- cells in the final DEF (no fill, tap or decap), types with 6 or more instances in the layout --
| cell | instances |
|---|---|
| and3_1 | 6 |
| o31ai_1 | 11 |
| o22ai_1 | 8 |
| ha_1 | 102 |
| a211oi_1 | 20 |
| clkdlybuf4s50_1 | 101 |
| nand4_1 | 10 |
| buf_4 | 9 |
| o41ai_1 | 6 |
| mux2i_1 | 7 |
| nor3_1 | 18 |
| nor4_1 | 10 |
| or3_1 | 7 |
| o211ai_1 | 22 |
| nand2b_1 | 7 |
| nand2_1 | 68 |
| a31oi_1 | 14 |
| nand3_1 | 21 |
| nor2b_1 | 15 |
| xnor2_1 | 17 |
| a21oi_1 | 87 |
| inv_1 | 102 |
| o21ai_0 | 59 |
| dlxtn_1 | 32 |
| o21bai_1 | 12 |
| a221oi_1 | 8 |
| a21o_1 | 19 |
| nor2_1 | 79 |
| o21a_1 | 8 |
-- cells by family (layout without fill, tap and decap cells) --
| kind of cell | count (synthesis) | in the layout | synth area share |
|---|---|---|---|
| xor+xnor | 19 | 19 | 0.02728 |
| mux | 9 | 9 | 0.01518 |
| fa+ha+maj | 104 | 104 | 0.2158 |
| latches | 32 | 32 | 0.07877 |
| simple gates | 267 | 267 | 0.2135 |
| buf+inv | 154 | 212 | 0.09497 |
| compound gates | 328 | 328 | 0.3545 |
-- worst min-delay path by stage --
stage	depth (start not counted)	slack [ns]	endpoint	from
finish	7	10.73	zero	inp2[31]
global route	7	10.81	zero	inp2[31]
CTS	7	10.72	zero	inp2[31]
-- where the power goes --
group / internal (mW) / switching, mW
combinational: 0.0667 / 0.0957
clock: 0 / 0
sequential: 0.00959 / 0.00195
total: 0.0763 / 0.0976
Power is estimated from default activity; no workload was simulated.
