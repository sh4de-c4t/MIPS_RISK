===== /design/flow/config.mk =====
export PLATFORM = sky130hd
export DESIGN_NAME = shift_left_2
export DESIGN_NICKNAME = shift_left_2
export VERILOG_FILES = /design/flow/design.v
export SDC_FILE = /design/flow/constraint.sdc
export NUM_CORES = 4
export LEC_CHECK = 1
export CORE_AREA = 10 10 88 88
export DIE_AREA = 0 0 98 98

===== /design/flow/run.sh =====
#!/bin/bash
# OpenROAD 26Q1-2900-gdf79404cd8, Yosys 0.63+post, stock flow scripts
make -C /OpenROAD-flow-scripts/flow DESIGN_CONFIG=/design/flow/config.mk WORK_HOME=/design/flow/orfs finish

===== /design/flow/design.v =====
`timescale 1ns / 1ps
module shift_left_2 (in,out,clock);
    input clock;
    input [31:0] in;
    output [31:0] out;
    reg [31:0] temp;
    assign out = temp;
    always @ (posedge clock) begin
        temp = in << 2;
    end
endmodule

===== /design/flow/constraint.sdc =====
current_design shift_left_2

set clk_period 1.0
set clk_io_pct 0.2

create_clock -name clk0 -period $clk_period [get_ports {clock}]

set non_clock_inputs [all_inputs -no_clocks]
set_input_delay [expr $clk_period * $clk_io_pct] -clock clk0 $non_clock_inputs
set_output_delay [expr $clk_period * $clk_io_pct] -clock clk0 [all_outputs]

==> run notes <==
For this block, the via count after detailed routing is 475. The internal power of the cells totals 1.98 mW. Synthesis produced 33 cells. Per the run report, area growth between synthesis and finish was 120%. The register with the most flip-flops in the layout has 30 of them. The maximum fanout count along the critical path was 1; the part of the cycle the worst path needs was 0.960.

Summed over all nets, the switching power comes to 0.469 mW. The clock tree synthesis step divided the H-tree into 2 levels. Per the CTS log, the root buffer master is clkbuf_8.

OpenSTA, run right after detailed placement, puts the worst setup slack at -0.00410 ns. In the detailed route, the total length drawn on met3 is 195 um. The clock share of power is 0.400. The run gives 0 for the count of final hold-check violations.

With the wire length of the first global-routing pass at 3350 um, the number of port buffers is 60. The count of pins on the block boundary was 65. The final report lists the setup-violating endpoint count as 0.

After floorplanning, the core was sized to cover 0.00592 sq mm. The floorplan die width was 98 um; the post-CTS setup buffer count was 0. The total wirelength of the detailed-routed design is 2130 um, and the number of cells upsized or downsized after cts is 68. With the total of fill cells in the finished design at 624, the number of vias per cell after detailed routing is 2.71. The number of buffers inserted for hold repair after clock tree synthesis is 0, and the number of max-capacitance violations reported is 0.

The routed wirelength normalized by instance count is 12.2 um. CTS added clock buffers totalling 5.

The cell with the biggest individual delay on the critical path is dfxtp_1. Hold is met by 0.358 ns. The post-synthesis average cell area was 18.8 sq um; the area of the die was 0.00960 sq mm. The count of warning messages emitted by the tools is 27.

Summed over all nets, wire length on met2 after detailed routing comes to 1210 um. For this run, design rule violations remaining after detail routing come to 0. The tools report the number of distinct library cells after synthesis as 3. Looking at area per cell type in the netlist, the leader is dfxtp_1. The share of final-layout standard cells stronger than drive strength 1 came out at 0.260. For the critical path data arrival time, the log shows 0.76 ns. Per the gpl log, the routability congestion estimate is 0.685.

The run gives 0.105 as the fraction of the core area occupied by cells at floorplan. The detailed router finished its first iteration with 2 violations. For reference, the final report shows the max-slew violation count at 0. With the total buffers and inverters traversed by the critical path at 1, the number of placement rows is 28. The first TritonRoute pass finished after 2 iterations.

Switching share of power: 0.192. The number of antenna diodes in the final layout is 0. Share of Yosys cell area claimed by the top area cell type: 0.970.

Broken down by cell family, the worst path's largest delay share belongs to flip-flops. The number of clock sinks seen by CTS was 30; the antenna violation net count after detailed routing was 0. Global routing finished with a remaining overflow of 0. The tools report the critical path launch point type as a register.

TritonCTS built the clock tree. The number of synthesized register bits was 30. The sequential share of power was 0.522. Setup repair after global routing left no endpoint under its margin.

The main area contributors are dfxtp_1 (97%), buf_4 (2.4%), conb_1 (0.61%). The run gives 98 um for the die span in y. The logs give 619 sq um for the synthesized chip area reported by yosys and 33 for the total cells reported by yosys after synthesis. According to the timing report, the data required time at the worst endpoint equals 0.80 ns. The flow reports an fmax of 1040 MHz.

The power report puts the leakage power at 0.558 nW. Setup slack on the critical path of the routed design comes to 0.0404 ns. The largest stage delay on the critical path is 0.30 ns.

Wire length on met1: 676 um. The flow ran to the end, and the final reports show no timing, DRC or antenna violations. In this run the power density over the cells is 1800 mW/mm^2.

The highest supply drop recorded on VDD is 0.000359 V. For the via count of the first global-routing pass, the log shows 540. The critical path is of the reg -> out type.

The share of power burned in combinational logic came out at 0.078. The run gives 0 as the number of antenna violations at the first check in global routing. The mapped cell area is 619 sq um.

Walking the worst path, the cells encountered are clkdlybuf4s15_1. The min-delay analysis places its worst path in the category in -> reg. The total number of yosys warnings was 1; the number of buffers on the longest clock path was 2. STA classifies the critical path endpoint as an output port. The tools report the largest net degree at the start of global routing as 10. Overall track demand over capacity in global routing: 0.0446. Looking at the worst setup and hold paths, the clock pins of their registers show a slew of 0.06 ns. For the fraction of the yosys area taken by sequential cells, the log shows 0.970. The clock period could shrink to 0.960 ns. The detailed router used layers up to and including met4.
==> power groups by stage <==
| stage | sequential, mW | combinational, mW | clock, mW |
|---|---|---|---|
| 4_1_cts | 1.28 | 0.204 | 1.04 |
| 6_report | 1.28 | 0.190 | 0.981 |
| 5_1_grt | 1.28 | 0.207 | 1.10 |
==> cells in the final DEF, fill, tap and decap left out <==
cell type and count:
buf_2 2, clkbuf_1 1, clkbuf_2 7, clkbuf_8 6, clkdlybuf4s15_1 21, clkdlybuf4s50_1 30
clkinv_2 1, conb_1 2, dfxtp_1 20, dfxtp_2 10
==> stage by stage <==
| stage | instances | total power [mW] | cell area (sq um) | util | TNS (ns) |
|---|---|---|---|---|---|
| after floorplan | 34 | 1.29 | 623 | - | 0 |
| after global placement | 167 | 1.53 | 1300 | 0.220 | 0 |
| after detailed placement | 167 | 1.54 | 1300 | 0.220 | -0.00448 |
| after CTS | 175 | 2.52 | 1390 | 0.235 | 0 |
| after global routing | 175 | 2.59 | 1360 | 0.230 | 0 |
| final | 175 | 2.45 | 1360 | 0.230 | 0 |
==> per-layer routing <==
| layer | track usage | vias to the layer above |
|---|---|---|
| met5 | 0 | - |
| met4 | 0.00895 | 0 |
| met3 | 0.0249 | 5 |
| met2 | 0.0807 | 23 |
| met1 | 0.0433 | 221 |
| li1 | - | 226 |
==> cell usage after synthesis <==
library cell  number
buf_4              2
conb_1             1
dfxtp_1           30
==> cells by family (layout without fill, tap and decap cells) <==
group | Yosys count | in the layout | share of synthesized area
other | 1 | 2 | 0.00605
flip-flops | 30 | 30 | 0.970
buffers and inverters | 2 | 68 | 0.0242
==> path summary, 6_finish.rpt <==
path	cells after the start	endpoint	slack [ns]	from
max	1	out[10]	0.04	temp[10]
min	1	temp[30]	0.36	in[28]
==> cell type report <==
| cell class | count | area (sq um) | area share |
|---|---|---|---|
| sequential | 30 | 613 | 0.450 |
| timing repair buffer | 60 | 556 | 0.408 |
| tap | 75 | 93.8 | 0.0689 |
| clock buffer | 7 | 86.3 | 0.0634 |
| multi-input combinational | 2 | 7.51 | 0.00551 |
| clock inverter | 1 | 5.00 | 0.00368 |
Power and IR drop assume default switching activity.
