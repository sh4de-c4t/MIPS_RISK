## flow/design.v

```verilog
`timescale 1ns / 1ps
module pc(pc_in, pc_out, clock);
    input clock;
    input [31:0] pc_in;
    output [31:0] pc_out;
    reg [31:0] temp;
    assign pc_out = temp;
    initial temp = 0;
    always @ (posedge clock) begin
        temp <= pc_in;
    end
endmodule
```

## flow/run.sh

```bash
#!/bin/bash
# OpenROAD 26Q1-2900-gdf79404cd8, Yosys 0.63+post, stock flow scripts
make -C /OpenROAD-flow-scripts/flow DESIGN_CONFIG=/design/flow/config.mk WORK_HOME=/design/flow/orfs finish
```

## flow/config.mk

```make
export PLATFORM = sky130hd
export DESIGN_NAME = pc
export DESIGN_NICKNAME = pc
export VERILOG_FILES = /design/flow/design.v
export SDC_FILE = /design/flow/constraint.sdc
export NUM_CORES = 4
export LEC_CHECK = 1
export CORE_AREA = 10 10 80 80
export DIE_AREA = 0 0 90 90
```

## flow/constraint.sdc

```tcl
current_design pc

set clk_period 1.0
set clk_io_pct 0.2

create_clock -name clk0 -period $clk_period [get_ports {clock}]

set non_clock_inputs [all_inputs -no_clocks]
set_input_delay [expr $clk_period * $clk_io_pct] -clock clk0 $non_clock_inputs
set_output_delay [expr $clk_period * $clk_io_pct] -clock clk0 [all_outputs]
```

==> reports/qor.yml <==
cells_and_area:
  final_cells: 170
  largest_reg_flops: 32
  layout_top_cells: "clkdlybuf4s50_1 (32), clkdlybuf4s15_1 (26), dfxtp_1 (24)"
  combGateArea_um2: 0
  layout.cells.most_common: "clkdlybuf4s50_1"
  comb_cells: 0
  synthToLayoutAreaGrowth_pct: 125
  final_layout_size_suffix_gt1_frac: 0.204
  top_regs: "temp (32)"
  top_register: "temp"
timing:
  rsz0062_at_grt: "no"
  min_period_ps: 956
  setup_violations: 0
  fmax_mhz: 1050
  hold_violations: 0
  timing.final.crit_share: 0.956
  worstMarginPinSlew_ps: 61.1
  slew_headroom: 0.959
  drv_slew: 0
  setup_slack_ps: 43.7
  finalSetupTns_ps: 0
clocking:
  clock-sinks: 32
  post-cts-setup-buffer-count: 0
  numCtsBuffers: 5
  root_buffer: "clkbuf_8"
  holdBufCountCts: 0
  cts_max_path_buffers: 2
  clkTransAtPathRegs_ps: 60
  cts_tree: "built"
  cts_htree_levels: 2
setup_path:
  crit_end: "pc_out[13]"
  crit_cells: 1
  critPathMaxStageDelay_ps: 310
  critPathRequiredTime_ps: 800
  critPathLaunchType: "flip-flop"
  criticalPathCategory: "reg2out"
  arrival_ps: 760
  cp_top_family: "flip-flops"
  cp_num_buf_inv: 1
  crit_path_end_kind: "primary output"
  path_cells: "clkdlybuf4s15_1"
  crit_slowest_cell: "dfxtp_2"
  crit_start: "temp[13]"
  path_max_fanout: 1
yosys:
  yosysCellCount: 32
  topCellsByArea: "dfxtp_1 (100%)"
  synth_cell_type_count: 1
  ys_seq_frac: 1.00
  syn_area_per_cell_um2: 20.0
  synthCells: 32
  netlist_area_um2: 641
  numSynthFlops: 32
  yosys_area_um2: 641
  top_area_frac: 1.00
  synth_warnings: 1
  synth_area_leader_cell: "dfxtp_1"
die:
  die_w_um: 90
  dieArea_um2: 8100
  io_pins: 65
  core_um2: 4720
  rows: 25
  dieHeight_um: 90
  initial_core_util: 0.136
global_routing:
  gr-total-overflow: 0
  antenna_found_initial: 0
  grt_pass1_wl_um: 3080
  grt_max_degree: 10
  grtUsageTotal: 0.0487
  first_global_vias: 561
power:
  pwr-share-clk: 0.393
  ir_drop_mv: 0.967
  sw_frac_of_total: 0.172
  p_sw_mw: 0.444
  comb_power_share: 0.079
  seq_power_share: 0.528
  p_per_area_nw_per_um2: 1790
  total_leakage_power_nw: 0.589
  p_int_mw: 2.13
placed_design:
  dp.cells: 163
  pre_cts_ws_ps: 32.1
  portBuffers: 64
  gp_congestion: 0.639
routing:
  drt-initial-drc-count: 4
  wl_per_cell_um: 11.9
  routed_wl_um: 2030
  ant_nets: 0
  via_count: 490
  dr.pass1.iters: 2
  viasPerCell: 2.88
  n_antenna_cell: 0
  remaining_drc_errors: 0
outcome:
  outcome: "finished clean"
run:
  openroad.warnings: 25
  max-cap-violations: 0
hold_path:
  min_path_type: "in2reg"
==> power by group through the flow <==
stage	Sequential (mW)	Combinational (mW)	Clock, mW
final	1.36	0.203	1.01
after global routing	1.37	0.221	1.12
after CTS	1.36	0.215	1.06
==> synth_stat cells <==
library cell / number
dfxtp_1: 32
==> how the worst min path moves through the flow <==
stage / startpoint / to / depth (start not counted)
CTS: pc_in[3] / temp[3] / 1
global route: pc_in[3] / temp[3] / 1
finish: pc_in[3] / temp[3] / 1
==> cell type report <==
| cell class | count | area (µm²) |
|---|---|---|
| Clock buffer | 7 | 96.3 |
| Fill cell | 477 | 3280 |
| Sequential cell | 32 | 651 |
| Tap cell | 67 | 83.8 |
| Timing Repair Buffer | 64 | 611 |
==> layer usage <==
layer | up-vias | GRT usage | share of wire
li1 | 236 | - | -
met1 | 197 | 0.0528 | 0.40
met2 | 53 | 0.0599 | 0.34
met3 | 4 | 0.0587 | 0.24
met4 | 0 | 0.00796 | 0.014
met5 | - | 0 | 0
==> stage by stage <==
stage / hold slack [ps] / cell area, µm² / utilization / total power, mW
finish: 360 / 1440 / 0.305 / 2.58
CTS: 348 / 1460 / 0.310 / 2.64
global route: 340 / 1440 / 0.305 / 2.71
global placement: 650 / 1370 / 0.289 / 1.63
floorplan: 228 / 641 / - / 1.37
detailed placement: 652 / 1370 / 0.289 / 1.63
==> timing repair <==
| item | CTS | global route |
|---|---|---|
| resized | 66 | 12 |
| cloned | 0 | 0 |
| setup endpoints to repair | 32 | 11 |
==> kinds of logic after synthesis <==
| kind of cell | synth area share |
|---|---|
| flip-flops | 1.00 |
Power figures rest on the tool's default switching activity, not on a simulated workload.
